## flow/design.v

```verilog
module Registers
(
    clk_i,
    RSaddr_i,
    RTaddr_i,
    RDaddr_i, 
    RDdata_i,
    RegWrite_i, 
    RSdata_o, 
    RTdata_o 
);
input               clk_i;
input   [4:0]       RSaddr_i;
input   [4:0]       RTaddr_i;
input   [4:0]       RDaddr_i;
input   [31:0]      RDdata_i;
input               RegWrite_i;
output  [31:0]      RSdata_o; 
output  [31:0]      RTdata_o;
reg     [31:0]      register        [0:31];
assign  RSdata_o = register[RSaddr_i];
assign  RTdata_o = register[RTaddr_i];
always@(posedge clk_i) begin
    if(RegWrite_i)
        register[RDaddr_i] <= RDdata_i;
end
endmodule 
```

## flow/config.mk

```make
export PLATFORM = sky130hd
export DESIGN_NAME = Registers
export DESIGN_NICKNAME = Registers
export VERILOG_FILES = /design/flow/design.v
export SDC_FILE = /design/flow/constraint.sdc
export NUM_CORES = 4
export LEC_CHECK = 1
export CORE_UTILIZATION = 50
```

## flow/constraint.sdc

```tcl
current_design Registers

set clk_period 8.5
set clk_io_pct 0.2

create_clock -name clk0 -period $clk_period [get_ports {clk_i}]

set non_clock_inputs [all_inputs -no_clocks]
set_input_delay [expr $clk_period * $clk_io_pct] -clock clk0 $non_clock_inputs
set_output_delay [expr $clk_period * $clk_io_pct] -clock clk0 [all_outputs]
```

## flow/run.sh

```bash
#!/bin/bash
# OpenROAD 26Q1-2900-gdf79404cd8, Yosys 0.63+post, stock flow scripts
make -C /OpenROAD-flow-scripts/flow DESIGN_CONFIG=/design/flow/config.mk WORK_HOME=/design/flow/orfs finish
```

==> impl_metrics.env <==
# flow metrics
export IMPL_worstMarginPinSlew_ps=983
export IMPL_antenna_left=0
export IMPL_areaGrowthSynthToFinish_pct=12.7
export IMPL_yosys_area_top_type="edfxtp_1"
export IMPL_syn_area_per_cell_um2=14.4
export IMPL_setup_worst_path_end="RSdata_o[26]"
export IMPL_stdcell_area_um2=55000
export IMPL_clock_sinks=1024
export IMPL_initialDrtViolationCount=2486
export IMPL_ys_warn_count=1
export IMPL_ys_cells=3386
export IMPL_ios=113
export IMPL_dieArea_um2=98800
export IMPL_initCoreUtil_pct=50.5
export IMPL_drive_gt1_share_pct=9.75
export IMPL_ys_flops=1024
export IMPL_grt_max_degree=88
export IMPL_fp_dieW_um=314
export IMPL_dp_slack_ps=1830
export IMPL_min_period_ps=6740
export IMPL_synth_edff_count=1024
export IMPL_setup_viol=0
export IMPL_drt_total_wl_mm=157
export IMPL_fin_crit_sh_pct=79.3
export IMPL_routed_via_density=6.48
export IMPL_clkTransAtPathRegs_ps=60
export IMPL_insertedDiodeCount=0
export IMPL_die_h_um=314
export IMPL_rows=114
export IMPL_grt_overflow=0
export IMPL_openroad_warnings=26
export IMPL_slew_viol_final=0
export IMPL_cts_resized=0
export IMPL_grt_first_pass_wirelength_mm=225
export IMPL_reg_top3="register x1024"
export IMPL_use_met3_pct=23.7
export IMPL_async_flop_share_pct=0
export IMPL_top_area_share_pct=63.0
export IMPL_synthTopCellsByArea="edfxtp_1 63%, mux2i_1 21%, a22oi_1 3.0%"
export IMPL_h_tree_depth=3
export IMPL_antenna_found_initial=3
export IMPL_gp_congestion=0.890
export IMPL_fin_hold_ws_ps=1840
export IMPL_n_fill_cell=7290
export IMPL_worst_setup_path_end_kind="primary output"
export IMPL_largest_register_ffs=1024
export IMPL_coreArea_um2=96700
export IMPL_crit_arrival_ps=5040
export IMPL_p_leak_nw=20.3
export IMPL_netlist_area_um2=48800
export IMPL_startpoint_type="primary input"
export IMPL_first_pass_iters=6
export IMPL_hold_path_class="primary input to register"
export IMPL_worst_path_max_fanout=30
export IMPL_io_buffer_count=112
export IMPL_place_hpwl_mm=86.4
export IMPL_fmax_mhz=148
export IMPL_postCtsSetupBuffers=0
export IMPL_grt_pass1_vias=32700
export IMPL_wire_per_inst_um=32.3
export IMPL_cts_tree="built"
export IMPL_hold_violations=0
export IMPL_cap_violations=0
export IMPL_outcome="finished, final reports clean"
export IMPL_synth_seq_share_pct=63.0
export IMPL_use_met1_pct=45.3
export IMPL_fin_setup_tns_ps=0
export IMPL_powerDensity_nw_per_um2=208
export IMPL_logic_area_um2=16800
export IMPL_rsz0062_at_grt="no"
export IMPL_grtUsageMet2_pct=49.8
export IMPL_max_vdd_ir_drop_uv=161
export IMPL_drcViolationCount=0
export IMPL_hold_buffers=0
export IMPL_flop_cell="edfxtp_1"
export IMPL_vias=31400
export IMPL_crit_path_start="RSaddr_i[0]"
export IMPL_worstPathRequired_ps=6800
export IMPL_ys_area_um2=48800
export IMPL_regArea_um2=30700
export IMPL_maxSlewHeadroom_pct=34.2
export IMPL_busiest_layer="met2"
export IMPL_ctsLongestPathBuffers=3
export IMPL_syn_inst=3386
export IMPL_grt_use_total_pct=34.9
export IMPL_setup_slack_ps=1760
export IMPL_critPathKind="primary input to primary output"
export IMPL_cts_buffers=107
export IMPL_hold_depth=2
export IMPL_root_buffer="clkbuf_16"
export IMPL_synth_distinct_cells=23
export IMPL_largest_register="register"
export IMPL_placed_cell_area_um2=51500
## cell families after synthesis
kind of cell    count (synthesis)  share of synthesized area (%)
compound gates                576                           8.04
buf+inv                       253                           3.21
flops                        1024                           63.0
mux                          1024                           21.0
simple gates                  509                           4.71
## cells in the mapped netlist, drive strengths merged, types with 3 or more instances
| master | instances |
|---|---|
| a22o | 128 |
| nand3b | 5 |
| a21oi | 192 |
| nand3 | 194 |
| nand2b | 4 |
| a22oi | 192 |
| nor2b | 4 |
| mux2i | 1024 |
| nor2 | 35 |
| edfxtp | 1024 |
| clkbuf | 90 |
| nor3 | 64 |
| a31oi | 64 |
| buf | 163 |
| nand2 | 195 |
| or3b | 3 |
## worst max-delay path: stages
cell	delay, ps
clkdlybuf4s50_1	530
nor2_4	680
buf_4	570
a22o_1	230
nor3_1	50
a31oi_1	400
nand3_1	310
clkdlybuf4s50_1	510
## final cells by class
class / count / share of cell area [%]
flip-flops and latches: 1024 / 55.9
multi-input cells: 2109 / 30.5
clock buffers: 126 / 5.07
repair buffers: 247 / 4.29
well taps: 1276 / 2.90
clock inverters: 72 / 1.34
## placed cells by master (no fill, tap or decap), types with 3 or more instances in the layout
master,n
a31oi_1,64
nand3_1,194
clkbuf_1,17
clkinvlp_4,6
nor3_1,64
buf_12,17
edfxtp_1,1024
nand2_1,193
buf_4,118
bufinv_16,14
a21oi_1,192
mux2i_1,1024
nand3b_1,5
a22oi_1,192
inv_6,3
or3b_2,3
clkbuf_16,109
clkdlybuf4s50_1,110
nor2b_4,4
clkinv_1,20
nor2_4,34
nand2b_2,4
a22o_1,128
clkinv_2,27
## how the worst min path moves through the flow
stage       startpoint                   endpoint
5_1_grt   RDdata_i[24]  register[5][24]$_DFFE_PP_
4_1_cts    RDdata_i[3]  register[16][3]$_DFFE_PP_
6_report   RDdata_i[8]  register[21][8]$_DFFE_PP_
## power breakdown
part           total, mW  internal (mW)  switching [mW]
clock               4.72           2.76            1.96
sequential          5.64           5.62          0.0246
combinational       1.06          0.392           0.666
## through the flow
stage / cells / power, mW / utilization [%]
2_1_floorplan: 3386 / 6.33 / -
3_3_place_gp: 4656 / 6.78 / 53.2
3_5_place_dp: 4656 / 6.79 / 53.2
4_1_cts: 4854 / 11.5 / 56.9
5_1_grt: 4854 / 11.7 / 56.9
6_report: 4854 / 11.4 / 56.9
## metal layers
metal	vias to the layer above	part of all wire [%]
li1	13600	-
met1	15400	34
met2	2058	45
met3	324	16
met4	8	3.7
met5	-	0.16
No activity file was given, so power comes from the tool's default toggle rates.
