==> flow/design.v <==
module ALU
(
	data1_i,
	data2_i,
	ALUCtrl_i,
	data_o
);
input			[31:0] data1_i,data2_i;
input			[2:0]  ALUCtrl_i;
output			[31:0] data_o;
assign data_o=(ALUCtrl_i==3'b000)? data1_i+data2_i:  
			  (ALUCtrl_i==3'b001)? data1_i-data2_i:  
			  (ALUCtrl_i==3'b010)? data1_i&data2_i:  
			  (ALUCtrl_i==3'b011)? data1_i|data2_i:  
			  (ALUCtrl_i==3'b100)? data1_i*data2_i:  
			  32'd0;
endmodule
==> flow/run.sh <==
#!/bin/bash
# OpenROAD 26Q1-2900-gdf79404cd8, Yosys 0.63+post, stock flow scripts
make -C /OpenROAD-flow-scripts/flow DESIGN_CONFIG=/design/flow/config.mk WORK_HOME=/design/flow/orfs finish
==> flow/config.mk <==
export PLATFORM = sky130hd
export DESIGN_NAME = ALU
export DESIGN_NICKNAME = ALU
export VERILOG_FILES = /design/flow/design.v
export SDC_FILE = /design/flow/constraint.sdc
export NUM_CORES = 4
export LEC_CHECK = 1
export CORE_UTILIZATION = 30
==> flow/constraint.sdc <==
current_design ALU

set clk_period 14.2
set clk_io_pct 0.2

create_clock -name clk0 -period $clk_period

set non_clock_inputs [all_inputs -no_clocks]
set_input_delay [expr $clk_period * $clk_io_pct] -clock clk0 $non_clock_inputs
set_output_delay [expr $clk_period * $clk_io_pct] -clock clk0 [all_outputs]
==> CHANGELOG.md <==
### Changed

- Setup Viol. Count Final: 0
- Final Util: about 35%
- Per-cell routed wire length: about 23 um
- Yosys cell count: 2,474
- Core Region: approximately 65,000 sq um
- YS chip area: 19,900 sq um
- Layout fillers: ~6,800
- Setup_tns: 0 ps
- Library cells used by synthesis: 89
- Hpwl dp: 66,600 um
- Final Hold Fails: 0
- Area grow syn2layout: 13.0%
- Core Util at FP: a little under a third
- Post-Syn Area: a little under 20,000 sq um
- Floorplan row count: between 90 and 100
- Register area: 0 sq um
- Worst Path Max Fanout: 9
- Post-DRT Antenna Nets: 0
- I/O pin count: ~100
- Post-layout period usage: a little under 100%
- Pre-CTS setup slack: ~330 ps
- Area after DPL: about 22,000 sq um
- WP data arrival: about 11,000 ps
- DR pass1 iterations: 5
- Mean Syn Cell Area: 8.03 sq um
- GRT Total Usage: between 20% and 30%
- DR iter-0 viols: about 1,100
- Count of tool warnings: between 90 and 100
- Required @ worst endpoint: approximately 11,000 ps
- Slew Limit Headroom: 41.6%
- Fmax: ~0.072 GHz
- Final Cell Area: 22,500 sq um
- # port buffers: 99
- DRC errors left: 0
- Hold Crit Class: in -> out
- Type of origin of the critical path: input pin
- CP Capture Type: output pin
- Diodes inserted: 0
- GRT overflow: 0
- DIE AREA: approximately 67,000 sq um
- Count of final max-slew check failures: 0
- Post-Syn Instances: 2,474
- Clock buffers: 0
- Via/cell ratio: about 5.2
- Die height: between 200 and 300 um
- Share of cells above drive strength 1: around 6.4%
- Hold buffers post-CTS: 0
- Die X: 259 um
- Worst-Margin Slew: between 800 and 900 ps
- Worst Path Class, Setup: in -> out
- Vias in the first global route: 18,500
- Status: completed
- Initial antenna violation count: 3
- Flip-flops: 0
- Gpl congestion: about 1.0
- Max-cap viol count: 0
- Seq share, synth: 0%
- Min setup slack post-route: about 250 ps
- DR vias: around 18,000
- RSZ-0062 raised after global routing: yes
- Min Tclk post-route: between 10,000 and 15,000 ps
- Logic area: 17,500 sq um
- Synthesis Warnings: 0
- Largest net degree at the start of global routing: about 47
- Total routed wirelength: around 80,000 um
- First-pass GRT wire length: roughly 120,000 um
[kinds of logic (layout without fill, tap and decap cells)]
logic type      Yosys count  in the layout  synth area share [%]
simple gates            764            764                  15.6
fa+ha+maj               628            628                  55.0
buf+inv                 604            719                  11.8
compound gates          388            388                  13.5
xor+xnor                 84             84                  3.70
mux                       6              6                 0.315
[final timing paths]
check / startpoint / slack [ps] / cells after the start / endpoint
hold / removal: ALUCtrl_i[0] / 6880 / 5 / data_o[10]
setup / recovery: data2_i[5] / 250 / 26 / data_o[27]
[layout by cell type (no fill, tap or decap), types with 17 or more instances in the layout]
master,count
xnor2_1,64
inv_1,471
clkdlybuf4s50_1,98
nor3_1,21
nor2_1,394
o22ai_1,18
o211ai_1,19
nand2_1,272
fa_1,410
a211oi_1,17
a21oi_1,100
o21ai_0,54
ha_1,218
a21o_1,18
xor2_1,20
nand2b_1,19
buf_4,125
[synthesized netlist by cell type, drive strengths merged, types with 6 or more instances]
library cell / n / area (sq um)
inv: 480 / 1800
fa: 410 / 8210
nor2: 395 / 1480
nand2: 272 / 1020
ha: 218 / 2730
a21oi: 102 / 518
clkbuf: 88 / 340
o21ai: 65 / 325
xnor2: 64 / 561
buf: 24 / 153
nor3: 23 / 120
o211ai: 20 / 155
xor2: 20 / 175
nand2b: 19 / 119
a211oi: 18 / 140
a21o: 18 / 135
o22ai: 18 / 113
o21a: 16 / 121
a221oi: 15 / 131
o21bai: 14 / 113
clkinv: 12 / 45.0
a31oi: 11 / 68.8
o221ai: 11 / 96.3
nor2b: 10 / 62.6
a221o: 9 / 90.1
a22oi: 9 / 67.6
o31ai: 9 / 81.3
o41ai: 7 / 68.8
nor4: 6 / 37.5
[metrics by stage]
step	instances	hold WS (ps)
after global placement	3441	6900
after global routing	3444	6950
after detailed placement	3441	6890
after floorplan	2474	5980
after CTS	3441	6890
final	3444	6880
[repair_timing]
| action | CTS | global route |
|---|---|---|
| setup endpoints to repair | 0 | 5 |
| resized | 0 | 4 |
| buffers inserted | 0 | 3 |
[area by class of cell]
cell class                 instances  share of cell area [%]
inverter                         492                    8.28
multi-input combinational       1870                    78.1
tap                              855                    4.76
timing repair buffer             227                    8.84
[critical path, stage by stage]
cell and delay (ps):
clkdlybuf4s50_1 540, inv_1 350, buf_4 280, nor2_1 80
fa_1 570, fa_1 460, fa_1 520, inv_1 50
fa_1 470, inv_1 50, fa_1 480, fa_1 570
fa_1 460, fa_1 480, ha_1 210, a2111oi_0 410
buf_4 190, a31oi_1 100, a221oi_1 530, buf_4 220
xnor2_1 120, a21oi_1 120, o211ai_1 110, a31oi_1 60
a31oi_1 280, clkdlybuf4s50_1 550
[metal layers]
metal	routed length (um)	vias to the layer above	GRT usage, %
met2	34300	985	37.0
met4	3780	4	9.20
met5	27	-	0
li1	-	7950	-
met1	30700	8710	33.6
met3	10900	182	11.7
