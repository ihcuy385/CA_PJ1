<file path="flow/config.mk">
export PLATFORM = sky130hd
export DESIGN_NAME = MUX32v3
export DESIGN_NICKNAME = MUX32v3
export VERILOG_FILES = /design/flow/design.v
export SDC_FILE = /design/flow/constraint.sdc
export NUM_CORES = 4
export LEC_CHECK = 1
export CORE_AREA = 10 10 88 88
export DIE_AREA = 0 0 98 98
</file>
<file path="flow/constraint.sdc">
current_design MUX32v3

set clk_period 4.3
set clk_io_pct 0.2

create_clock -name clk0 -period $clk_period

set non_clock_inputs [all_inputs -no_clocks]
set_input_delay [expr $clk_period * $clk_io_pct] -clock clk0 $non_clock_inputs
set_output_delay [expr $clk_period * $clk_io_pct] -clock clk0 [all_outputs]
</file>
<file path="flow/design.v">
module MUX32v3(
	data1_i,
	data2_i,
	data3_i,
	select_i,
	data_o
);
input	[31:0]	data1_i,data2_i,data3_i;
input	[1:0]	select_i;
output 	[31:0]	data_o;
assign	data_o=(select_i==2'b00)? data1_i: 
			   (select_i==2'b01)? data2_i: 
			   data3_i; 
endmodule
</file>
<file path="flow/run.sh">
#!/bin/bash
# OpenROAD 26Q1-2900-gdf79404cd8, Yosys 0.63+post, stock flow scripts
make -C /OpenROAD-flow-scripts/flow DESIGN_CONFIG=/design/flow/config.mk WORK_HOME=/design/flow/orfs finish
</file>
==> Slide: Implementation Results <==
Implementation Results

Global route
  – Total gr overflow: 0
  – Total GRT Usage: ~8%
  – Antenna violations before repair: 0
  – Largest net degree at the start of global routing: 24
  – Vias in the first global route: 1,208
  – First-pass GRT wire length: 6540 um

Finish
  – Most frequent logic cell in the layout: clkdlybuf4s50_1
  – Sequential Area: 0 um^2
  – Top cells excl fill/tap: 128 x clkdlybuf4s50_1, 32 x mux2i_1, 32 x nand2_1
  – Clock buffer count: 0
  – Flip-flops: 0
  – Area growth, synth to finish: 183%
  – Share of layout cells above drive strength 1: under 10%
  – Core Util, Final: 34.2%

Clock tree
  – Post-CTS Hold Buffers: 0
  – Resized cells post-CTS: 0
  – Setup bufs post-CTS: 0

Power
  – LEAKAGE: 0.831 nW
  – Pwr dens: 94.6 nW/um^2
  – Max VDD drop: 0.0438 mV

Detailed routing
  – Top sig layer: met3
  – Drt pass-1 iters: 2
  – Avg Vias per Cell: 3.89
  – Routed via count: around 1.2k
  – WL per Instance: approximately 14 um
  – Routed WL: 4210 um
  – WL met3: ~590 um
  – Metal-1 WL: 1730 um
  – Final ANT Viol Nets: 0
  – Met2 wire length: roughly 1900 um
  – # DRC: 0
  – Drt initial violations: 26
  – Antenna Cells: 0

Floorplanning
  – I/O pin cnt: 130
  – Core ar.: 5920 um^2
  – Number of cell rows: 28
  – Die Y-Extent: about 98 um
  – Starting Density: 12.1%
  – DIE WIDTH: 98 um
  – Die Area: between 9000 and 10,000 um^2

Synthesis
  – Post-synthesis cell type count: 8
  – Compound Share, Synth: about a quarter
  – Xor/xnor share: 0%
  – Adders+Majority by Area: 0%
  – # Cells Yosys: 107
  – Gate Count Post-Synth: 107
  – Mapped cell area: 714 um^2
  – Mean post-synth cell area: ~6.7 um^2
  – Synth logic family: multiplexers
  – Chip Area, Yosys: roughly 710 um^2
  – YS warnings: 0
  – Seq share, synth: 0%
  – Simple Share, Synth: 16.8%
  – Multiplexer share: 44.8%

STA
  – RSZ-0062 raised after global routing: no
  – Post-Route Setup TNS: 0 ns
  – Final Slew Violations: 0
  – Hold Fails Final Rpt: 0
  – Min Clock Period, post-route: around 3.0 ns
  – Period utilisation layout: about 70%
  – Relative slew slack: 76.1%
  – Worst-Margin Slew: 0.359 ns
  – Achievable Freq: between 300 and 400 MHz
  – # setup viols final: 0

Worst setup path
  – Startpoint Class: input port
  – Worst Path Arrival: 2.14 ns
  – Critical Path Fanout Max: 23
  – Critical path class: input port to primary output
  – WP data required: 3.44 ns
  – Setup crit end kind: primary output

Status
  – Status: finished clean

Min path
  – Hold/Removal Path Class: input port to primary output

Placed design
  – Gpl congestion: 0.777
  – Tally of buffers added on design ports: 130
  – Dpl hpwl: 3790 um

Run
  – Max-capacitance violation count: 0
  – Count of tool warnings: 32
-- worst paths after layout --
check                 cells past startpoint        start          to
worst min-delay path                      4  select_i[1]  data_o[28]
worst max-delay path                      5  select_i[1]   data_o[8]
-- power breakdown --
part           switching [mW]  internal [mW]
Sequential                  0              0
Clock                       0              0
Combinational          0.0481          0.143
-- Yosys cell counts (all sizes together) --
master,count,area [um^2]
buf,11,106
mux2i,32,320
nand2,32,120
o21ai,32,168
-- layer usage --
layer | up-vias | track usage (%)
met5 | - | 0
met2 | 79 | 13.5
met3 | 0 | 4.27
met1 | 485 | 9.59
li1 | 622 | -
met4 | 0 | 0
-- critical path: stages --
cell,delay (ns)
buf_2,0.31
buf_4,0.32
nand2_1,0.07
o21ai_1,0.08
clkdlybuf4s50_1,0.49
-- layout make-up --
| class | count | area [um^2] |
|---|---|---|
| fill | 627 | 3900 |
| timing repair buffer | 134 | 1320 |
| multi-input combinational | 96 | 608 |
| tap | 75 | 93.8 |
-- cell families after synthesis --
logic type,count (synthesis)
muxes,32
AOI/OAI and AO/OA,32
and+or+nand+nor,32
buffers and inverters,11
-- metrics by stage --
step	hold slack, ns	cells	power [mW]	area, um^2	setup WS, ns
after global placement	2.50	305	0.194	2020	1.27
after global routing	2.55	305	0.210	2020	1.13
after detailed placement	2.50	305	0.195	2020	1.26
after floorplan	1.78	107	0.0539	714	2.08
final	2.49	305	0.191	2020	1.30
after CTS	2.51	305	0.195	2020	1.27
Power and IR drop assume default switching activity.
